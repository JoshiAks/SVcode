===== /design/flow/config.mk =====
export PLATFORM = sky130hd
export DESIGN_NAME = seq_det_mealy
export DESIGN_NICKNAME = seq_det_mealy
export VERILOG_FILES = /design/flow/design.v
export SDC_FILE = /design/flow/constraint.sdc
export NUM_CORES = 4
export LEC_CHECK = 1
export CORE_AREA = 10 10 70 70
export DIE_AREA = 0 0 80 80

===== /design/flow/design.v =====
module seq_det_mealy(
  input logic clk,
  input logic rst,
  input logic in,  
  output logic out
); 
localparam[4:0] IDLE=5'b00001,
					S1=5'b00010,
					S2=5'b00100,
					S3=5'b01000,
					S4=5'b10000;
logic[4:0] present_state, next_state;
always_ff@(posedge clk)
begin
	if(!rst)
		present_state <= IDLE;
	else
		present_state <= next_state;
end
always@(present_state, in)
begin
	case(present_state)
		IDLE: begin
			if(in==0) begin
				next_state = S1;
				out = 0;
			end
			else begin
				next_state = IDLE;
				out = 0;
			end
		end
		S1: begin
			if(in==1) begin
				next_state = S2;
				out = 0;
			end
			else begin
				next_state = S1;
				out = 0;
			end
		end
		S2: begin
			if(in==0) begin
				next_state = S3;
				out = 0;
			end
			else begin
				next_state = IDLE;
				out = 0;
			end
		end
		S3: begin
			if(in==1) begin
				next_state = S4;
				out = 0;
			end
			else begin
				next_state = S1;
				out = 0;
			end
		end
		S4: begin
			if(in==1) begin
				next_state = IDLE;
				out = 1;
			end
			else begin
				next_state = S3;
				out = 0;
			end
		end
		default: begin
			next_state = IDLE;
			out = 0;
		end
	endcase
end
endmodule: seq_det_mealy

===== /design/flow/run.sh =====
#!/bin/bash
# OpenROAD 26Q1-2900-gdf79404cd8, Yosys 0.63+post, stock flow scripts
make -C /OpenROAD-flow-scripts/flow DESIGN_CONFIG=/design/flow/config.mk WORK_HOME=/design/flow/orfs finish

===== /design/flow/constraint.sdc =====
current_design seq_det_mealy

set clk_period 1.0
set clk_io_pct 0.2

create_clock -name clk0 -period $clk_period [get_ports {clk}]

set non_clock_inputs [all_inputs -no_clocks]
set_input_delay [expr $clk_period * $clk_io_pct] -clock clk0 $non_clock_inputs
set_output_delay [expr $clk_period * $clk_io_pct] -clock clk0 [all_outputs]

==> impl_metrics.csv <==
group,metric,value,unit
finish,final_layout_size_suffix_gt1_share,29.17,%
clock_tree,ctsHtreeMaxLevel,1,
synthesis,edf_count,0,
placed_design,port_buffers,3,
detailed_routing,drt_first_pass_iters,4,
detailed_routing,vias,139,
synthesis,ys.flop_type,"dfxtp_1",
critical_path,end_kind,"primary output",
detailed_routing,ant_nets,0,
synthesis,top_area_cell,"dfxtp_1",
floorplanning,io_pins,4,
synthesis,ys_area,152.6,sq um
synthesis,netlist_instances,15,
floorplanning,chipArea,6400,sq um
finish,top_regs,"present_state: 5 flops",
clock_tree,clkSinkCount,5,
run,warning_count,26,
final_timing,finalHoldViolCount,0,
critical_path,critPathLaunchType,"register",
clock_tree,cts_max_path_buffers,2,
clock_tree,cts_made_buffers,3,
floorplanning,fp.dieH,80,um
final_timing,fmax,1020,MHz
critical_path,critPathMaxFanout,2,
synthesis,synth_flops,5,
pwr,power.density,1697,nW/um^2
final_timing,tns,0,ns
min_path,min-delay-path-class,"primary input to register",
synthesis,topCellsByArea,"dfxtp_1 (66%), and3_1 (8.2%), nor2_1 (7.4%)",
detailed_routing,via_per_inst,1.986,
synthesis,top_cell_area_share,65.57,%
clock_tree,holdBufCountCts,0,
detailed_routing,first_iter_violations,8,
critical_path,critPathRequiredTime,0.80,ns
synthesis,top_cell,"dfxtp_1",
final_timing,tightest_slew,0.2090,ns
detailed_routing,wl_per_cell,5.243,um
final_timing,fin_skew,0.009526,ns
clock_tree,clkLatencyLatePin,0.25,ns
synthesis,netlist_area,152.6,sq um
finish,final_area,276.5,sq um
detailed_routing,drcViolationCount,0,
final_timing,fin_crit,0.9802,ns
placed_design,postPlaceCellArea,255.2,sq um
detailed_routing,drt-total-wl,367,um
clock_tree,clk_pin_slew,0.05,ns
clock_tree,cts_tree,"yes",
pwr,p_leak,0.1094,nW
synthesis,avgSynthCellArea,10.18,sq um
final_timing,holdWs,0.4336,ns
pwr,peakVddDrop,0.2526,mV
outcome,status,"complete, no violations",
final_timing,setup_viol,0,
placed_design,dpl.cell_count,66,
critical_path,worstSetupPathType,"register to primary output",
synthesis,yosysWarnings,1,
finish,fin_cells,70,
synthesis,synthTopCellsByCount,"dfxtp_1 (5), nor2_1 (3), and3_1 (2)",
global_route,grt_max_degree,5,
floorplanning,initCoreUtil,4.469,%
global_route,grt_overflow_total,0,
finish,syn_to_final_growth,81.15,%
final_timing,rsz0062_at_grt,"yes",
final_timing,slew_headroom,85.95,%
floorplanning,die_w,80,um
finish,utilization,8.095,%
finish,top_register,"present_state",
floorplanning,row_count,21,
placed_design,routabilityCongestion,0.5980,
synthesis,synth_cell_type_count,8,
clock_tree,postCtsSetupRepairBufs,0,
global_route,grt_usage,1.252,%
floorplanning,core,3416,sq um
global_route,grt_pass1_vias,116,
synthesis,ys_cells,15,
detailed_routing,n_antenna_cell,0,
critical_path,worstPathArrival,0.78,ns
global_route,antenna_found_initial,0,
final_timing,finalCritPeriodShare,98.02,%
synthesis,ys_seq_share,65.57,%
finish,largest_reg_flops,5,
global_route,grt_pass1_wl,538,um
final_timing,maxSlewViolCount,0,
run,drv_cap,0,
clock_tree,root_buffer,"clkbuf_4",
synthesis,async_flop_share,0,%
layout make-up:
| type | instances | area, sq um |
|---|---|---|
| tap | 46 | 57.56 |
| fill | 403 | 3139 |
| sequential | 5 | 101.3 |
| timing repair buffer | 5 | 38.79 |
| multi-input combinational | 10 | 52.55 |
| clock buffer | 4 | 26.28 |
power by group:
part           switching, W  leakage [nW]  internal [W]
clock             0.0000854        0.0150      0.000151
combinational    0.00000905        0.0529     0.0000131
sequential       0.00000370        0.0414      0.000207
metal layers:
metal | global-route usage [%] | vias to the layer above | wire (um)
li1 | - | 69 | -
met1 | 1.201 | 60 | 151
met2 | 1.043 | 8 | 121
met3 | 2.386 | 2 | 89
met4 | 0.3521 | 0 | 5
met5 | 0 | - | 0
logic make-up (layout without fill, tap and decap cells):
family	count (synthesis)	after routing	share of synthesized area, %
AND/OR/NAND/NOR	9	9	29.51
flip-flops	5	5	65.58
AND-OR/OR-AND	1	1	4.920
buffers and inverters	0	9	0
timing repair:
action	CTS	global route
endpoints found under the hold margin	0	0
gates resized	5	0
cloned	0	0
pin swaps	1	0
setup endpoints to repair	1	1
final timing paths:
kind                     from                to  slack [ns]  cells after the start
min reg2reg  present_state[2]  present_state[1]        0.48                      1
min                        in  present_state[0]        0.43                      4
max          present_state[1]               out        0.02                      2
max reg2reg  present_state[1]  present_state[0]        0.15                      3
worst max-delay path, stage by stage (launching register included):
cell and delay, ns:
dfxtp_2 0.31, and2_1 0.12, buf_2 0.11
layout by cell type, fill, tap and decap left out:
master,n
clkdlybuf4s50_1,1
nand2_1,1
clkbuf_4,3
buf_2,1
and2_1,1
dlygate4sd2_1,1
and3_1,2
nand2b_1,1
buf_4,2
nor2_1,3
clkbuf_1,1
nor3_1,1
dfxtp_1,4
o31ai_1,1
dfxtp_2,1
metrics by stage:
stage | power, W | setup slack (ns)
after CTS | 0.0004752 | 0.01002
final | 0.0004692 | 0.01977
after floorplan | 0.0002212 | 0.3155
after global routing | 0.0004871 | -0.004891
after detailed placement | 0.0002375 | -0.4637
after global placement | 0.0002359 | -0.4466
Power figures rest on the tool's default switching activity, not on a simulated workload.
