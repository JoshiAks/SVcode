File: ./run.sh
#!/bin/bash
# OpenROAD 26Q1-2900-gdf79404cd8, Yosys 0.63+post, stock flow scripts
make -C /OpenROAD-flow-scripts/flow DESIGN_CONFIG=/design/flow/config.mk WORK_HOME=/design/flow/orfs finish
File: ./design.v
module lfsr
#(parameter N = 4)  
(
  input logic clk, reset, load_seed,
  input logic[N-1:0] seed_data,
  output logic lfsr_done,
  output logic[N-1:0] lfsr_data
);
logic[N-1:0] temp;
logic a;
always @(posedge clk or negedge reset)
begin
	if(reset == 0)
		lfsr_data <= 0;
	else if(load_seed == 1)
		lfsr_data <= seed_data;
	else
		lfsr_data <= temp;
end
always_comb
begin
	temp = lfsr_data;
	case(N)
		2 :	a = temp[N-1] ^ temp[N-2];
		3 :	a = temp[N-1] ^ temp[N-2];
		4 :	a = temp[N-1] ^ temp[N-2];
		5 :	a = temp[N-1] ^ temp[N-3];
		6 :	a = temp[N-1] ^ temp[N-2];
		7 :	a = temp[N-1] ^ temp[N-2];
		8 :	a = temp[N-1] ^ temp[N-3] ^ temp[N-4] ^ temp[N-5];
	endcase	
	temp = temp << 1;
	temp[0] = a;
	if(lfsr_data == seed_data)
		lfsr_done = 1;
	else
		lfsr_done = 0;
end
endmodule: lfsr
File: ./constraint.sdc
current_design lfsr

set clk_period 1.7
set clk_io_pct 0.2

create_clock -name clk0 -period $clk_period [get_ports {clk}]

set non_clock_inputs [all_inputs -no_clocks]
set_input_delay [expr $clk_period * $clk_io_pct] -clock clk0 $non_clock_inputs
set_output_delay [expr $clk_period * $clk_io_pct] -clock clk0 [all_outputs]
File: ./config.mk
export PLATFORM = sky130hd
export DESIGN_NAME = lfsr
export DESIGN_NICKNAME = lfsr
export VERILOG_FILES = /design/flow/design.v
export SDC_FILE = /design/flow/constraint.sdc
export NUM_CORES = 4
export LEC_CHECK = 1
export CORE_AREA = 10 10 70 70
export DIE_AREA = 0 0 80 80
==> impl_metrics.csv <==
group,metric,value,unit
cts,clock-root-buffer,"clkbuf_4",
cells_and_area,design_area,399,um2
worst_setup_path,cp.arrival,1310,ps
final_timing,fin_setup_tns,0,ps
global_route,grt_pass1_wl,828,um
global_route,grt_overflow,0,
yosys,topCellsByArea,"dfrtp_1 (50%), xor2_1 (18%), mux2_2 (17%)",
final_timing,rsz0062_at_grt,"false",
yosys,yosys_cells,15,
yosys,yosys.area.top_type_share,0.503,
die,die.size.x,80,um
drt,ant_nets,0,
cts,cts_tree,"done",
final_timing,skew,2.59,ps
final_timing,setup_violations,0,
worst_setup_path,crit_path_max_fanout,2,
drt,vias,159,
job,cap_violations,0,
cells_and_area,largest_reg_flops,4,
cts,htreeDepth,1,
job,openroad.warnings,25,
power,ir_drop,113,uV
power,p_per_area,762,nW/um2
cells_and_area,n_fill_cell,397,
final_timing,slew_headroom,0.871,
global_route,grt_use_total,0.0169,
worst_setup_path,worstPathCellList,"clkdlybuf4s50_1 > xor2_2 > nor4_2 > dlygate4sd2_1",
global_route,grt_max_degree,6,
final_timing,fin_crit,1650,ps
die,initial_core_util,0.0582,
yosys,yosysChipArea,199,um2
cells_and_area,regMostFlops,"lfsr_data",
drt,drtPass1Iterations,2,
worst_setup_path,crit_type,"input port to output pin",
cells_and_area,syn_to_final_growth,101,%
worst_setup_path,slowest_stage,"clkdlybuf4s50_1",
drt,via_per_inst,2.09,
yosys,synth_cells,15,
power,p_leak,0.154,nW
power,total_power,304,uW
cts,cts.path.max_buffers,2,
yosys,yosysWarnings,1,
drt,wl,533,um
cts,cts.clk_slew.worst_paths,40,ps
yosys,ys_seq_frac,0.503,
die,coreArea,3420,um2
yosys,synth_top_cell_by_area,"dfrtp_1",
worst_setup_path,start_kind,"input port",
status,outcome,"finished, final reports clean",
worst_setup_path,cp_top_family,"buffers and inverters",
die,rows,21,
yosys,ys_seq_elements,4,
placed_design,postPlaceCellArea,374,um2
cts,holdBufCountCts,0,
die,die-area,6400,um2
drt,drcViolationCount,0,
cells_and_area,drive_gt1_frac,0.300,
drt,antenna_cells,0,
yosys,synthesis.area,199,um2
global_route,met3_usage,0.0182,
worst_setup_path,crit_required,1360,ps
cells_and_area,reg_top3,"lfsr_data (4)",
final_timing,max_freq,605,MHz
worst_hold_path,hold_class,"input port to async pin",
cts,clock_sinks,4,
drt,drt_iter0_markers,1,
placed_design,io_buffers,11,
placed_design,gp_congestion,0.713,
final_timing,drv_slew,0,
global_route,antenna_found_initial,0,
worst_setup_path,path_buffers,2,
die,pin_count,12,
global_route,grt_pass1_vias,184,
drt,wl_per_cell,7.01,um
final_timing,worst_slew_pin_slew,193,ps
cts,cts_buffers,3,
global_route,grt.busiest_layer,"met2",
worst_setup_path,max_stage_delay,460,ps
cts,clock_latency,230,ps
final_timing,hold_viol_final,0,
yosys,synth_cell_types,7,
global_route,grt_use_met2,0.0209,
global_route,use_met1,0.0181,
final_timing,period_used_share,0.973,
yosys,avgSynthCellArea,13.3,um2
worst_setup_path,end_kind,"output pin",
die,die_y,80,um
-- worst paths after layout --
path | from | to | slack (ps) | cells past startpoint
worst max-delay path | seed_data[2] | lfsr_done | 50 | 4
worst min-delay path | reset | lfsr_data[1] | 310 | 1
worst max register to register | lfsr_data[2] | lfsr_data[3] | 870 | 1
worst min register to register | lfsr_data[1] | lfsr_data[2] | 560 | 1
max in group asynchronous | reset | lfsr_data[3] | 1230 | 1
min in group clk0 | seed_data[3] | lfsr_data[3] | 520 | 2
-- timing repair --
action / 4_1_cts / 5_1_grt
endpoints found under the setup margin: 1 / 1
gates resized: 4 / 1
buffers inserted: 0 / 0
-- area by class of cell --
class / instances / area [um2] / area share
flip-flops and latches: 4 / 100 / 0.251
multi-input cells: 11 / 106 / 0.266
repair buffers: 12 / 113 / 0.282
well taps: 46 / 57.6 / 0.144
clock buffers: 3 / 22.5 / 0.0564
-- cells in the mapped netlist --
library cell	count
nand2_1	1
xor2_1	4
nor4_2	1
mux2_2	3
dfrtp_1	4
o21ai_0	1
xnor2_1	1
-- cells in the final DEF, fill, tap and decap left out, drive strengths merged --
cell type / instances
o21ai: 1
dlygate4sd2: 4
mux2: 3
clkdlybuf4s50: 7
buf: 1
xor2: 4
nor4: 1
nand2: 1
clkbuf: 3
dfrtp: 4
xnor2: 1
-- through the flow --
| step | util | hold WS (ps) | std cells | setup WS [ps] |
|---|---|---|---|---|
| global route | 0.117 | 317 | 76 | 3.06 |
| global placement | 0.110 | 552 | 73 | -355 |
| CTS | 0.115 | 302 | 76 | 48.8 |
| finish | 0.117 | 307 | 76 | 45.8 |
| detailed placement | 0.110 | 551 | 73 | -359 |
| floorplan | - | 44.4 | 15 | 652 |
-- power breakdown --
group / total (mW) / switching, mW / internal (mW)
Sequential: 0.119 / 0.0124 / 0.107
Clock: 0.114 / 0.0351 / 0.0787
Combinational: 0.0710 / 0.0209 / 0.0501
Total: 0.304 / 0.0684 / 0.236
-- kinds of logic after synthesis --
logic type      count (synthesis)  share of synthesized area
compound gates                  1                     0.0251
xor+xnor                        5                      0.220
flops                           4                      0.503
mux                             3                      0.170
simple gates                    2                     0.0817
-- per-layer routing --
metal  part of all wire  wire length (um)  up-vias
met1               0.44               234       68
li1                   -                 -       80
met4                  0                 0        0
met5                  0                 0        -
met3               0.23               125        0
met2               0.32               173       11
Power is estimated from default activity; no workload was simulated.
