[./run.sh]
#!/bin/bash
# OpenROAD 26Q1-2900-gdf79404cd8, Yosys 0.63+post, stock flow scripts
make -C /OpenROAD-flow-scripts/flow DESIGN_CONFIG=/design/flow/config.mk WORK_HOME=/design/flow/orfs finish
[./config.mk]
export PLATFORM = sky130hd
export DESIGN_NAME = seq_det_moore
export DESIGN_NICKNAME = seq_det_moore
export VERILOG_FILES = /design/flow/design.v
export SDC_FILE = /design/flow/constraint.sdc
export NUM_CORES = 4
export LEC_CHECK = 1
export CORE_AREA = 10 10 70 70
export DIE_AREA = 0 0 80 80
[./constraint.sdc]
current_design seq_det_moore

set clk_period 1.0
set clk_io_pct 0.2

create_clock -name clk0 -period $clk_period [get_ports {clk}]

set non_clock_inputs [all_inputs -no_clocks]
set_input_delay [expr $clk_period * $clk_io_pct] -clock clk0 $non_clock_inputs
set_output_delay [expr $clk_period * $clk_io_pct] -clock clk0 [all_outputs]
[./design.v]
module seq_det_moore(
  input logic clk,
  input logic rst,
  input logic in,  
  output logic out
); 
localparam[5:0] IDLE=6'b000001,
					S1=6'b000010,
					S2=6'b000100,
					S3=6'b001000,
					S4=6'b010000,
					S5=6'b100000;
logic[5:0] present_state, next_state;
always_ff@(posedge clk)
begin
	if(!rst)
		present_state <= IDLE;
	else
		present_state <= next_state;
end
always@(present_state,in)
begin
	case(present_state)
		IDLE: begin
			if(in==0) next_state = S1;
			else next_state = IDLE;
		end
		S1: begin
			if(in==1) next_state = S2;
			else next_state = S1;
		end
		S2: begin
			if(in==0) next_state = S3;
			else next_state = IDLE;
		end
		S3: begin
			if(in==1) next_state = S4;
			else next_state = S1;
		end
		S4: begin
			if(in==1) next_state = S5;
			else next_state = S3;
		end
		S5: begin
			if(in==0) next_state = S1;
			else next_state = IDLE;
		end
		default: next_state = IDLE;
	endcase
end
always@(present_state)
begin
	case(present_state)
		S5: out = 1;
		default: out = 0;
	endcase
end
endmodule: seq_det_moore
==> flow_metrics.env <==
# yosys + openroad results
export IMPL_outcome="finished clean"
export IMPL_most_common_layout_cells="5 x dfxtp_1, 3 x nor2_1, 3 x clkbuf_4"
export IMPL_critPathBufInv=1
export IMPL_drt_pre_antenna_iters=4
export IMPL_vdd_drop_max_uv=188
export IMPL_top_register="present_state"
export IMPL_timing_rr_start="present_state[1]"
export IMPL_dp_cells=66
export IMPL_top_cells_by_area="dfxtp_1 66%, and3_1 6.9%, nor4_2 6.9%"
export IMPL_layout_top_cell="dfxtp_1"
export IMPL_final_cells=69
export IMPL_final_period_utilization_pct=92.3
export IMPL_ys_cells=16
export IMPL_critPathArrivalTime_ps=720
export IMPL_cts_tree="done"
export IMPL_cts_htree_levels=1
export IMPL_leakagePower_nw=0.113
export IMPL_die_w_um=80
export IMPL_critPathMaxFanout=2
export IMPL_finalClockSkew_ps=3.51
export IMPL_detail_route_wl_per_cell_um=6.03
export IMPL_setup_violations=0
export IMPL_drv_cap=0
export IMPL_min_path_cells=2
export IMPL_warning_count=25
export IMPL_antenna_found_initial=0
export IMPL_ys_sh_mux_pct=0
export IMPL_grt_busiest_layer="met3"
export IMPL_simple_gate_area_share_pct=29.7
export IMPL_dieArea_mm2=0.00640
export IMPL_cpMaxStageDelayCell="dfxtp_2"
export IMPL_postCtsSetupRepairBufs=0
export IMPL_routed_wl_um=416
export IMPL_num_vias=147
export IMPL_r2r_slack_ps=150
export IMPL_top_cell_area_share_pct=66.2
export IMPL_fp_util_pct=5.31
export IMPL_worstPathRequired_ps=800
export IMPL_finalHoldViolations=0
export IMPL_grt_overflow=0
export IMPL_cts_root_buffer="clkbuf_4"
export IMPL_core_rowCount=21
export IMPL_compound_area_share_pct=4.14
export IMPL_fin_util_pct=8.79
export IMPL_max_freq_ghz=1.08
export IMPL_cts_resized=2
export IMPL_grt_use_met1_pct=1.40
export IMPL_grt_max_degree=6
export IMPL_clkTransAtPathRegs_ps=40
export IMPL_rr_worst_depth=3
export IMPL_r2r_end="present_state[0]"
export IMPL_syn_avg_cell_area_um2=11.3
export IMPL_min_from="present_state[4]"
export IMPL_crit_family="flip-flops"
export IMPL_ios=4
export IMPL_synthToLayoutAreaGrowth_pct=65.5
export IMPL_reg_largest_list="present_state x6"
export IMPL_netlist_area_um2=181
export IMPL_grtUsageTotal_pct=1.51
export IMPL_cts_buffers_inserted=3
export IMPL_largest_area_cell="dfxtp_1"
export IMPL_clk_latency_ps=240
export IMPL_dieHeight_um=80
export IMPL_tns_ps=0
export IMPL_ys_area_um2=181
export IMPL_path_cells="clkdlybuf4s15_1"
export IMPL_crit_path_max_incr_delay_ps=320
export IMPL_drive_gt1_share_pct=30.4
export IMPL_worst_pin_slew_ps=218
export IMPL_synth_seq_cells=6
export IMPL_layout_min_cycle_time_ps=923
export IMPL_drt_vias_per_instance=2.13
export IMPL_grt_pass1_wl_um=662
export IMPL_endpoint_kind="output port"
export IMPL_largest_reg_flops=6
export IMPL_cts_sinks=6
export IMPL_hold_end="present_state[0]"
export IMPL_final_max_slew_violation_count=0
export IMPL_clk_path_buf_depth=2
export IMPL_gp_congestion=0.716
export IMPL_totalPowerFinal_uw=490
export IMPL_grt_pass1_vias=145
export IMPL_numPortBuffers=3
export IMPL_startpoint_type="register"
export IMPL_synthXorXnorAreaFrac_pct=0
export IMPL_drc_errors=0
export IMPL_hold_buffers=0
export IMPL_path_class="reg -> out"
export IMPL_post_synth_num_cell_types=8
export IMPL_dr_first_iter_drc_count=14
export IMPL_grt_use_met2_pct=1.52
export IMPL_top_logic_kind="simple AND/OR/NAND/NOR gates"
export IMPL_hold_path_class="reg -> reg"
export IMPL_power_per_cell_area_mw_per_mm2=1630
export IMPL_yosys_area_share_adder_pct=0
export IMPL_grt_util_met3_pct=2.61
export IMPL_core_area_mm2=0.00342
export IMPL_slew_headroom_pct=85.3
export IMPL_synthCells=16
export IMPL_ys_seq_share_pct=66.2
export IMPL_ys_warn_count=1
export IMPL_rsz0062_at_grt="false"
export IMPL_diodes=0
export IMPL_ant_nets=0
==> cells by family (layout without fill, tap and decap cells) <==
logic type             after synthesis  in the layout
flip-flops                           6              6
AND-OR/OR-AND                        1              1
buffers and inverters                0              7
AND/OR/NAND/NOR                      9              9
==> power by group <==
part           internal [mW]  leakage, nW  switching [mW]
Sequential             0.247       0.0495         0.00430
Combinational         0.0129       0.0496         0.00949
Clock                  0.135       0.0138          0.0806
Total                  0.395        0.113          0.0944
==> tightest hold or removal path: cells and delay by family, from the launching register on <==
family,cells,cell delay (ps)
DFF,1,320
AOI/OAI and AO/OA,1,80
and+or+nand+nor,1,50
==> metal layers <==
metal	share of wire (%)	wire length [µm]
met4	0	0
met1	44	183
met3	25	105
met5	0	0
met2	31	127
==> worst max path at each step <==
stage / start / end / slack, ps / cells past startpoint
4_1_cts: present_state[1] / out / 7 / 1
5_1_grt: present_state[1] / out / 50 / 1
6_report: present_state[1] / out / 80 / 1
==> cell usage after synthesis (all sizes together) <==
library cell,n
nand2,1
dfxtp,6
nor2,3
nand2b,1
o31ai,1
and3,3
nor4,1
==> cell type report <==
cell class / instances / area, µm²
Multi-Input combinational cell: 10 / 61.3
Fill cell: 403 / 3120
Sequential cell: 6 / 121
Timing Repair Buffer: 4 / 37.5
Tap cell: 46 / 57.6
Clock buffer: 3 / 22.5
==> metrics by stage <==
stage,hold WS [ps],area [µm²],setup WS (ps)
floorplan,262,181,301
detailed placement,473,277,-60.6
global placement,454,277,-24.3
finish,483,300,76.9
CTS,485,299,7.05
global route,509,300,52.5
Power and IR drop assume default switching activity.
